==> design/flow/config.mk <==
export PLATFORM = sky130hd
export DESIGN_NAME = i2c_slave
export DESIGN_NICKNAME = i2c_slave
export VERILOG_FILES = /design/flow/design.v
export SDC_FILE = /design/flow/constraint.sdc
export NUM_CORES = 4
export LEC_CHECK = 1
export CORE_AREA = 10 10 113 113
export DIE_AREA = 0 0 123 123
==> design/flow/constraint.sdc <==
current_design i2c_slave

set clk_period 3.2
set clk_io_pct 0.2

create_clock -name clk0 -period $clk_period [get_ports {scl}]

set non_clock_inputs [all_inputs -no_clocks]
set_input_delay [expr $clk_period * $clk_io_pct] -clock clk0 $non_clock_inputs
set_output_delay [expr $clk_period * $clk_io_pct] -clock clk0 [all_outputs]
==> design/flow/design.v <==
`timescale 1ns/1ps
module i2c_slave #(
  parameter [6:0]slave_addr = 7'h20 
)(
    input rst_n,
    input scl,
    inout sda,
  output reg  [7:0]reg_data_out,   
  input  wire [7:0]reg_data_in     
);
  wire sda_in;
  reg  sda_drive_low;               
  assign sda =sda_drive_low ? 1'b0 : 1'bz;
  assign sda_in =sda;
  localparam [3:0]
      ST_IDLE= 4'd0, 
      ST_ADDR= 4'd1, 
      ST_ADDR_ACK= 4'd2, 
      ST_WRITE= 4'd3, 
      ST_WRITE_ACK = 4'd4, 
      ST_READ = 4'd5, 
      ST_READ_ACK = 4'd6, 
      ST_IGNORE = 4'd7; 
  reg [3:0]state; 
  reg [7:0]shift_reg;
  reg [2:0]bit_count; 
  reg rw;
  reg [7:0]mem; 
  always @(negedge scl or negedge rst_n) begin
    if (!rst_n) begin
      sda_drive_low <= 1'b0; 
    end else begin 
      case (state)
        ST_ADDR_ACK, 
        ST_WRITE_ACK: begin
          sda_drive_low <= 1'b1;
        end
        ST_READ: begin 
          if (shift_reg[bit_count] == 1'b0)
            sda_drive_low <= 1'b1;
          else
            sda_drive_low <= 1'b0;
        end
        default: begin
          sda_drive_low <= 1'b0;
        end
      endcase
    end
  end
  always @(posedge scl or negedge rst_n) begin
    if (!rst_n) begin 
      state <= ST_IDLE;
      bit_count <= 3'd0;
      shift_reg <= 8'd0;
      rw <= 1'b0;
      mem <= 8'd0;
      reg_data_out <= 8'd0;
    end else begin
      case (state)
        ST_IDLE: begin
          if (sda_in == 1'b0) begin
            state <= ST_ADDR;
            bit_count <= 3'd7;
          end
        end
        ST_ADDR: begin
          shift_reg[bit_count] <= sda_in;
          if (bit_count == 3'd0) begin
            rw <= sda_in;
            if (shift_reg[7:1] == slave_addr)
              state <= ST_ADDR_ACK; 
            else
              state <= ST_IGNORE; 
          end else begin
            bit_count <= bit_count - 3'd1;
          end
        end
        ST_ADDR_ACK: begin
          if (rw == 1'b0) begin 
            state <= ST_WRITE;
            bit_count <= 3'd7;
          end else begin
            state <= ST_READ; 
            bit_count <= 3'd7;
            shift_reg <= reg_data_in; 
          end
        end
        ST_WRITE: begin
          shift_reg[bit_count] <= sda_in;
          if (bit_count == 3'd0) begin
            mem <= {shift_reg[7:1], sda_in};
            reg_data_out <= {shift_reg[7:1], sda_in};
            state <= ST_WRITE_ACK;
          end else begin
            bit_count <= bit_count - 3'd1;
          end
        end
        ST_WRITE_ACK: begin
          state <= ST_IDLE; 
        end
        ST_READ: begin
          if (bit_count == 3'd0)
            state <= ST_READ_ACK;
          else
            bit_count <= bit_count - 3'd1;
        end
        ST_READ_ACK: begin
          if (sda_in == 1'b0) begin
            state <= ST_READ;
            bit_count <= 3'd7;
            shift_reg <= reg_data_in;
          end else begin
            state <= ST_IDLE;
          end
        end
        ST_IGNORE: begin
          state <= ST_IDLE;
        end
        default: state <= ST_IDLE;
      endcase
    end
  end
endmodule
==> design/flow/run.sh <==
#!/bin/bash
# OpenROAD 26Q1-2900-gdf79404cd8, Yosys 0.63+post, stock flow scripts
make -C /OpenROAD-flow-scripts/flow DESIGN_CONFIG=/design/flow/config.mk WORK_HOME=/design/flow/orfs finish
==> notes.md <==
yosys + openroad results -> outcome=finished clean, Critical Path Sink Type=flip-flop, Min Hold Slack=around 440 ps, Mean Syn Cell Area=~11 um^2, Synth Register Bits=25, gr usage total=0.0340, flop2flop setup slack=roughly 1100 ps, grt total ovfl=0, RSZ-0062 raised after global routing=false, PortBufs=15, WL/cell=~9.7 um, async set or reset register ratio after synthesis=1.00, worst hold path startpoint=state[7]$_DFF_PN0_, setup bufs post-CTS=0, Commonest Layout Cell=dfrtp_1, Peak VDD IR=151 uV, largest net degree at the start of global routing=26, FP Util=0.117, RD Place Congestion=0.769, power per cell area=approximately 330 nW/um^2, Worst Hold Class=reg2reg, H-tree levels=1, most frequent cells in the layout=dfrtp_1 (24), clkdlybuf4s50_1 (15), o21ai_0 (10), Mapped Area=about 1200 um^2, pre-CTS WS=1130 ps, Yosys warning count=2, Core Region=approximately 10000 um^2, Final ANT Viol Nets=0, Filler cells=~1100, row count=37, Final TNS setup=0 ps, main flop type=dfrtp_1, leak pwr=about 0.67 nW, vias in the first global route=~800, achievable clock frequency=between 0.4 and 0.5 GHz, Hold Vio Cnt, Final=0, total number of vias=between 800 and 900, cells after synthesis=about 110, Die H=between 100 and 150 um, Slew Viols, Final=0, initial antenna violation count=0, CTS tree=done, Initial DRC Count=23, worst skew pair latency=260 ps, Seq share, synth=0.520, DRC errors left=0, Post-Route WL=around 2500 um, PostCTS Resize Cnt=0, Largest register FFs=8, Final Worst Setup Slack=1120 ps, CTS clk-pin slew, worst paths=80 ps, drt first pass iters=4, Worst EP arrival=~2200 ps, worst path required time=about 3300 ps, post-layout period usage=0.651, worst setup path class=reg2reg, Yosys Instances=110, Die Size=around 15000 um^2, Min-Delay Endpoint=state[0]$_DFF_PN1_, Post-CTS Hold Buffers=0, Root Buffer=clkbuf_8, distinct lib cells=31, chip width=around 120 um, tool warnings=29, count of library flops with an enable pin=0, final setup vio count=0, FF-to-FF path depth=6, # IOs=19, Vias/cell=3.10, Critical Path Source Type=flip-flop, Layout Skew=2.72 ps, Tmin final=roughly 2100 ps, area grow syn2layout=27.7%, clock tree buffer depth=2, max cap viols=0, RR Startpoint=bit_count[0]$_DFFE_PN0P_, terminus of the critical flop-to-flop path=shift_reg[4]$_DFFE_PN0P_, yosys stat area=around 1200 um^2, Final HPWL DP=between 1500 and 2000 um, total CTS buffers=3, hold path depth=1, critical-path maximum fanout=8, layout cells sized above 1=0.129, first-pass GRT wire length=~4100 um, CTS sink cnt=25, ANT cells=0
==> area by class of cell <==
type	count	area, um^2	area share
tap	136	170	0.110
timing repair buffer	16	158	0.102
clock buffer	4	45.0	0.0292
multi-input combinational	71	510	0.331
sequential	25	627	0.407
inverter	8	30.0	0.0195
==> cell usage after synthesis, types with 2 or more instances <==
library cell,number,area (um^2)
a21o_1,2,15.0
a21oi_1,8,40.0
a2bb2oi_1,8,70.1
and2_1,2,12.5
and2b_1,4,30.0
buf_4,2,15.0
clkbuf_1,3,11.3
dfrtp_1,24,601
ha_1,5,62.6
inv_1,8,30.0
mux2_2,4,45.0
nand2_1,6,22.5
nand2b_1,3,18.8
o21ai_0,10,50.1
o22ai_1,4,25.0
or2_2,2,12.5
==> cells by family (layout without fill, tap and decap cells) <==
family	Yosys count	count (layout)	share of synthesized area
multiplexers	5	5	0.0498
buffers and inverters	15	28	0.0602
AND-OR/OR-AND	34	34	0.186
adder cells (fa/ha/maj)	5	5	0.0519
other	1	2	0.00311
flip-flops	25	25	0.520
AND/OR/NAND/NOR	25	25	0.130
==> worst max-delay path by stage <==
stage,end,start
finish,shift_reg[4]$_DFFE_PN0P_,bit_count[0]$_DFFE_PN0P_
CTS,shift_reg[4]$_DFFE_PN0P_,bit_count[0]$_DFFE_PN0P_
global route,shift_reg[4]$_DFFE_PN0P_,bit_count[0]$_DFFE_PN0P_
==> metrics by stage <==
step                area [um^2]  total power, W  utilization  cells
detailed placement         1500        0.000341        0.145    256
CTS                        1540        0.000523        0.149    260
floorplan                  1210        0.000324            -    111
finish                     1540        0.000512        0.149    260
global route               1540        0.000541        0.149    260
global placement           1500        0.000341        0.145    256
==> where the power goes <==
group	switching [W]	internal [W]
clock network	0.0000902	0.0000888
logic	0.00000827	0.00000942
registers	0	0.000316
total	0.0000984	0.000414
==> worst max-delay path, cell delays in order (launching register included) <==
cell and delay [ps]:
dfrtp_1 400, inv_1 110, ha_1 210, ha_1 390, or4b_2 610, a21oi_1 160
o22ai_1 100
==> metal layers <==
metal,vias up,part of all wire,track usage
met5,-,0,0
li1,411,-,-
met2,15,0.44,0.0509
met1,377,0.47,0.0466
met3,2,0.087,0.0153
met4,0,0.0036,0.00218
Power is estimated from default activity; no workload was simulated.
