--- ./config.mk ---
export PLATFORM = sky130hd
export DESIGN_NAME = i2c_addr_translator
export DESIGN_NICKNAME = i2c_addr_translator
export VERILOG_FILES = /design/flow/design.v
export SDC_FILE = /design/flow/constraint.sdc
export NUM_CORES = 4
export LEC_CHECK = 1
export CORE_AREA = 10 10 102 102
export DIE_AREA = 0 0 112 112
--- ./constraint.sdc ---
current_design i2c_addr_translator

set clk_period 1.6
set clk_io_pct 0.2

create_clock -name clk0 -period $clk_period [get_ports {clk}]

set non_clock_inputs [all_inputs -no_clocks]
set_input_delay [expr $clk_period * $clk_io_pct] -clock clk0 $non_clock_inputs
set_output_delay [expr $clk_period * $clk_io_pct] -clock clk0 [all_outputs]
--- ./design.v ---
module i2c_addr_translator #(
  parameter [6:0]logical0= 7'h10,
  parameter [6:0]logical1= 7'h11,
  parameter [6:0]logical2= 7'h12,
  parameter [6:0]physical0= 7'h20,
  parameter [6:0]physical1 = 7'h21,
  parameter [6:0]physical2= 7'h22
)(
  input clk,
  input rst_n,
  input up_start, 
  input wire [6:0]up_addr, 
  input up_rw, 
  input wire [7:0]up_wr_data,
  output reg [7:0]up_rd_data,
  output reg up_busy,
  output reg up_done,
  output reg up_ack_error,
  output reg dn_start,
  output reg [6:0]dn_addr,
  output reg dn_rw,
  output reg [7:0]dn_wr_data,
  input  wire [7:0]dn_rd_data,
  input dn_busy,
  input dn_done,
  input dn_ack_error
);
  reg map_check; 
  reg [6:0]mapping_addr;
  always @(*) begin
    map_check =1'b1;
    mapping_addr =up_addr; 
    if (up_addr== logical0) begin
      mapping_addr= physical0;
    end
    else if (up_addr== logical1) begin
      mapping_addr= physical1;
    end
    else if (up_addr== logical2) begin
      mapping_addr= physical2;
    end
    else begin
      map_check = 1'b0;   
    end
  end
  localparam [1:0]
  ST_IDLE= 2'd0, 
  ST_LAUNCH_DN= 2'd1, 
  ST_WAIT_DN = 2'd2, 
  ST_DONE= 2'd3; 
  reg [1:0] state, next_state; 
  always @(posedge clk or negedge rst_n) begin
    if (!rst_n)
      state <= ST_IDLE;
    else
      state <= next_state;
  end
  always @(*) begin
    next_state= state;
    dn_start= 1'b0;
    case (state)
      ST_IDLE: begin
        if (up_start) begin
          if (map_check)
            next_state= ST_LAUNCH_DN;
          else
            next_state= ST_DONE;
        end
      end
      ST_LAUNCH_DN: begin
        dn_start= 1'b1;
        next_state= ST_WAIT_DN;
      end
      ST_WAIT_DN: begin
        if (dn_done)
          next_state= ST_DONE;
      end
      ST_DONE: begin
        next_state= ST_IDLE;
      end
    endcase
  end
  always @(posedge clk or negedge rst_n) begin
    if (!rst_n) begin
      up_busy <= 1'b0;
      up_done <= 1'b0;
      up_ack_error <= 1'b0;
      up_rd_data <= 8'd0;
      dn_addr <= 7'd0;
      dn_rw <= 1'b0;dn_wr_data<= 8'd0;
    end else begin
      up_done <= 1'b0;
      up_ack_error <= 1'b0;
      case (state)
        ST_IDLE: begin
          up_busy <= 1'b0;
          if (up_start) begin
            up_busy <= 1'b1;
            dn_rw <= up_rw;
            dn_wr_data <= up_wr_data;
            if (map_check)
              dn_addr <= mapping_addr;
            else
              dn_addr <= 7'h00;
          end
        end
        ST_LAUNCH_DN: begin
          up_busy <= 1'b1;
        end
        ST_WAIT_DN: begin
          up_busy <= 1'b1;
          if (dn_done) begin
            up_rd_data <= dn_rd_data;
            up_ack_error <= dn_ack_error;
          end
        end
        ST_DONE: begin
          up_busy <= 1'b0;
          up_done <= 1'b1;
        end
      endcase
    end
  end
endmodule
--- ./run.sh ---
#!/bin/bash
# OpenROAD 26Q1-2900-gdf79404cd8, Yosys 0.63+post, stock flow scripts
make -C /OpenROAD-flow-scripts/flow DESIGN_CONFIG=/design/flow/config.mk WORK_HOME=/design/flow/orfs finish
==> results_slide.txt <==
Flow Results at a Glance

Critical path
  • Critical Path Fanout Max: 2
  • Required time reported for the critical path endpoint: 1.78 ns
  • Worst setup path class: in2reg
  • Slowest-stage cell, CP: sky130_fd_sc_hd__clkdlybuf4s50_1
  • Peak per-stage delay on the critical path: 0.44 ns
  • Arrival time reported for the critical path endpoint: 1.69 ns
  • Kind of end point of the critical path: flip-flop
  • Cells along the critical path: clkdlybuf4s50_1, or3b_4, or3_4, o41ai_2
  • Worst R2R Path Depth: 4
  • Kind of start point of the critical path: input pin

STA
  • Final worst path period share: 0.9462
  • Number of failing hold endpoints at the final stage: 0
  • Achievable Freq: 660.6 MHz
  • Endpoints failing setup: 0
  • Worst slew slack as a fraction of its limit: 0.7220
  • Worst-margin pin slew: 0.4170 ns
  • Final worst clock skew: 0.005461 ns
  • Fin. max-slew vios: 0
  • Min cycle time layout: 1.514 ns
  • RSZ-0062 raised after global routing: false

Placed design
  • Number of buffers added on ports: 56
  • Post-detailed-placement cell area: 1896 sq um
  • Detailed placer's ending HPWL: 2380 um
  • Final GP Congestion: 0.7622

Route
  • Diodes inserted: 0
  • Number of detailed-routing iterations run before antenna repair: 4
  • Final Routed Wirelength: 3135 um
  • DRC violation total after the first TritonRoute iteration: 26
  • Via density per instance: 3.358
  • Number of design rule violations left after detail routing: 0
  • Vias: 853
  • Detailed-route wire length per cell: 12.34 um
  • Routed Antenna Nets: 0

Synthesis
  • Total cell area reported by yosys after synthesis: 1152 sq um
  • Number of library cell types mapped by synthesis: 17
  • Flip-flop and latch count after synthesis: 31
  • Post-Syn Instances: 77
  • Synthesized area per cell: 14.97 sq um
  • Netlist Area Pre-Place: 1152 sq um
  • Seq share, synth: 0.6743
  • # Cells Yosys: 77
  • Yosys synthesis warning count: 1

Flow run
  • Number of warnings the tools reported: 26
  • Number of max-cap violations: 0

Pwr
  • Worst ir drop on vdd: 298.0 uV
  • Sum of internal, switching and leakage power: 0.001698 W
  • Power per standard cell area: 833.6 nW/um^2
  • Lkg Pwr: 0.9559 nW

Global routing
  • Initial antenna violation count: 0
  • Number of global-route vias before repair: 962
  • GRT Resource Usage Total: 0.05041
  • Total grt overflow: 0
  • Global-route wire length before repair: 5216 um
  • Maximum number of pins on one net before global-route repair: 19

Run status
  • Status: finished, final reports clean

Clocking
  • Clock Latency Late Sink: 0.28 ns
  • Longest Clk Path Bufs: 2
  • Total number of clock tree sinks: 31
  • Cts bufs inserted: 5
  • Number of H-tree levels: 2
  • CTS tree: built
  • Clock edge transition at the registers on the reported setup and hold paths: 0.07 ns
  • Buffer type at the clock tree root: sky130_fd_sc_hd__clkbuf_8

Finish
  • Share of the core filled with cells in the final layout: 0.2479
  • FILL cells: 865
  • Sequential standard cell area: 777.0 sq um
  • Fraction of final layout cells with drive strength greater than 1: 0.2685
  • Final Cell Area: 2037 sq um
  • Multi-input combinational cell area: 351.6 sq um
  • Area added between synthesis and finish: 76.76%

Floorplan
  • Core utilization at floorplan: 0.1402
  • Cell row count: 33
  • Horizontal die size: 112 um
  • Placeable core area: 8217 sq um
  • I/O pin cnt: 58
  • Overall chip area: 12540 sq um
  • Vertical die dimension: 112 um

Hold path
  • Worst hold path stage count: 1
  • Worst min-delay path class: reg2reg
==> worst max-delay path, delay by kind of cell <==
kind            cells  cell delay (ns)
buf+inv             1             0.44
compound gates      1             0.22
simple gates        2             0.71
==> synthesized netlist by cell type, drive strengths merged <==
| cell | count | share of area |
|---|---|---|
| a211o | 1 | 0.0076 |
| a21o | 3 | 0.020 |
| and2 | 4 | 0.022 |
| and3 | 1 | 0.0054 |
| buf | 1 | 0.0043 |
| clkbuf | 1 | 0.0033 |
| dfrtp | 30 | 0.65 |
| dfstp | 1 | 0.023 |
| inv | 4 | 0.013 |
| mux2 | 17 | 0.17 |
| nand2 | 4 | 0.013 |
| nor2 | 2 | 0.0065 |
| nor3 | 2 | 0.0087 |
| o21ai | 2 | 0.0087 |
| o41ai | 2 | 0.028 |
| or3 | 1 | 0.0098 |
| or3b | 1 | 0.0098 |
==> logic make-up (layout without fill, tap and decap cells) <==
group / count (synthesis) / in the layout / synth area share
muxes: 17 / 17 / 0.1661
DFF: 31 / 31 / 0.6743
buffers and inverters: 6 / 78 / 0.02062
AOI/OAI and AO/OA: 8 / 8 / 0.06406
and+or+nand+nor: 15 / 15 / 0.07492
==> worst paths after layout <==
| path | to | startpoint | slack (ns) |
|---|---|---|---|
| worst max-delay path | dn_addr[0] | up_addr[4] | 0.09 |
| worst min-delay path | dn_addr[6] | dn_addr[6] | 0.49 |
| worst max register to register | up_rd_data[0] | state[1] | 0.36 |
| worst min register to register | dn_addr[6] | dn_addr[6] | 0.49 |
| max in group asynchronous | up_rd_data[0] | rst_n | 0.60 |
| min in group asynchronous | state[2] | rst_n | 0.50 |
==> cell usage in the layout, fill, tap and decap left out, types with 2 or more instances in the layout <==
cell type,netlist,final
sky130_fd_sc_hd__dfrtp_1,30,30
sky130_fd_sc_hd__o21ai_0,2,2
sky130_fd_sc_hd__buf_4,0,8
sky130_fd_sc_hd__o41ai_2,2,2
sky130_fd_sc_hd__clkdlybuf4s50_1,0,54
sky130_fd_sc_hd__nor2_1,2,2
sky130_fd_sc_hd__nand2_1,4,4
sky130_fd_sc_hd__clkbuf_8,0,6
sky130_fd_sc_hd__and2_1,4,4
sky130_fd_sc_hd__nor3_1,2,2
sky130_fd_sc_hd__a21o_1,3,3
sky130_fd_sc_hd__mux2_2,17,17
sky130_fd_sc_hd__inv_1,4,4
==> stage by stage <==
step | std cells | worst slack, ns | hold slack [ns] | TNS [ns]
after floorplan | 77 | 0.2760 | 0.02441 | 0
after global placement | 243 | -0.1770 | 0.2881 | -0.4136
after detailed placement | 243 | -0.1866 | 0.2946 | -0.4343
after CTS | 254 | 0.1003 | 0.4933 | 0
after global routing | 254 | 0.05797 | 0.5121 | 0
final | 254 | 0.08615 | 0.4903 | 0
==> registers in the layout, summed over array words and instances (netlist names) <==
signal / count
up_busy: 1
up_done: 1
up_ack_error: 1
dn_wr_data: 8
state: 4
up_rd_data: 8
dn_rw: 1
dn_addr: 7
==> final cells by class <==
cell class                 count  share of cell area
timing repair buffer          66              0.3163
inverter                       4            0.007371
tap                          105             0.06450
clock buffer                   6             0.04054
multi-input combinational     40              0.1726
clock inverter                 2             0.01720
sequential                    31              0.3815
==> layer usage <==
metal  vias to the layer above  wire [um]  global-route usage
met5                         -          0                   0
met4                         0         10            0.005076
met3                         2        386             0.02932
met2                        44       1285             0.06876
met1                       399       1452             0.06981
li1                        408          -                   -
==> where the power goes <==
part | total, W | internal (W) | switching, W
sequential | 0.000785 | 0.000785 | 0.000000351
combinational | 0.000103 | 0.0000703 | 0.0000327
clock | 0.000810 | 0.000504 | 0.000306
total | 0.00170 | 0.00136 | 0.000339
==> timing repair <==
item	4_1_cts	5_1_grt
hold buffers	1	0
setup endpoints to repair	1	0
gates resized	1	0
hold endpoints to repair	15	0
buffers inserted	2	0
Power is estimated from default activity; no workload was simulated.
